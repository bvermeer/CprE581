==> ./design.v <==
module dffhr (d, r, clk, q);
  parameter WIDTH = 1;
  input 			r;
  input 			clk;
  input 	[WIDTH-1:0] 	d;
  output 	[WIDTH-1:0] 	q;
  reg 		[WIDTH-1:0] 	q;
  always @ (posedge clk) 
    if ( r ) 
      q <= {WIDTH{1'b0}};
    else
      q <= d;
endmodule  
module sha1_exec(clk, reset, start, data_in, load_in, cv, 
  use_prev_cv, busy, out_valid, cv_next);
   input clk, reset;     
   input start;
   input [31:0] data_in;
   input load_in;
   input [159:0] cv;
   input use_prev_cv;
   output        busy;
   output        out_valid;
   output [159:0] cv_next;  
   reg            busy;         
   reg            out_valid;    
   reg [6:0]      rnd_cnt_d;    
   wire [6:0]     rnd_cnt_q;    
   wire [159:0]   rnd_d;        
   wire [159:0]   rnd_q;
   wire [159:0]   sha1_round_wire;   
   wire [159:0]   cv_d;         
   wire [159:0]   cv_q;         
   wire [159:0]   cv_next_d;    
   wire [159:0]   cv_next_q;
   parameter      IDLE = 2'b00;
   parameter      CALC = 2'b01;
   parameter      VALID_OUT = 2'b10;
   parameter      VALID_OUT2 = 2'b11;
   wire [1:0]     state; 
   reg [1:0]      next_state;
   wire [511:0]   w_d;
   wire [511:0]   w_q;
   wire [511:0]   w_temp;
   wire [31:0]    w;    
   wire [31:0]    w_gen_temp = w_temp[511:480] ^ w_temp[447:416] ^ 
                  w_temp[255:224] ^ w_temp[95:64];  
   wire [31:0]    w_gen = {w_gen_temp[30:0], w_gen_temp[31]};
   assign         w_d = ((load_in == 1'b1) ? w_temp :
                  ((rnd_cnt_q < 7'd15) ? w_temp : 
                  {w_gen, w_temp[479:0]}));
   assign w_temp = (state == CALC) ? {w_q[479:0], w_q[511:480]} : 
     ((load_in == 1'b1) ? {w_q[479:0], data_in} : w_q);
   assign w = w_q[511:480];
   sha1_round sha1_round(.cv_in(rnd_q), .w(w), .round(rnd_cnt_q),
                           .cv_out(sha1_round_wire));
   assign         rnd_d = ((state == CALC) ? sha1_round_wire : 
     (use_prev_cv == 1'b1) ? cv_next_q : cv);
   assign         cv_d = ((state == CALC) ? cv_q : 
     (use_prev_cv == 1'b1) ? cv_next_q : cv);
   assign         cv_next_d = (state == VALID_OUT) ? 
                                ({cv_q[159:128] + rnd_q[159:128],
                                  cv_q[127:96] + rnd_q[127:96],
                                  cv_q[95:64] + rnd_q[95:64],
                                  cv_q[63:32] + rnd_q[63:32],
                                  cv_q[31:0] + rnd_q[31:0]}) :
                                  (cv_next_q);
   assign         cv_next = cv_next_q;
   always @(state or start or rnd_cnt_q)
     begin
        out_valid = 1'b0;       
        busy = 1'b0;
        rnd_cnt_d = 7'b0000000;
        case (state)
          IDLE : begin
             out_valid = 1'b0;
             rnd_cnt_d = 7'b0000000;
             if (start) begin
                busy = 1'b1;
                next_state = CALC;
             end
             else begin
                busy = 1'b1;
                next_state = IDLE;
             end
          end  
          CALC : begin
             busy = 1'b1;
             out_valid = 1'b0;
             if (start) begin
                next_state = IDLE;
                rnd_cnt_d = 7'd0000000;
             end
             else if (rnd_cnt_q == 7'd79) begin
                next_state = VALID_OUT;
                rnd_cnt_d = 7'd0000000;
             end
             else begin
                next_state = CALC;
                rnd_cnt_d = rnd_cnt_q + 7'd0000001;
             end
          end  
          VALID_OUT : begin
             busy = 1'b1;
             out_valid = 1'b0;       
             if (start) begin
                next_state = IDLE;
                rnd_cnt_d = 7'd0000000;
             end else begin
                next_state = VALID_OUT2;
             end
          end     
          VALID_OUT2 : begin
             busy = 1'b0;
             out_valid = 1'b1;
             if (start) begin
                next_state = CALC;
             end
             else begin
                next_state = IDLE;
             end
          end
          default : begin
             next_state = IDLE;
          end
        endcase
     end          
   dffhr #(7) rnd_cnt_reg (.d(rnd_cnt_d), .q(rnd_cnt_q),
                           .clk(clk), .r(reset));
   dffhr #(2) state_reg (.d(next_state), .q(state), 
                         .clk(clk), .r(reset)); 
   dffhr #(512) w_reg (.d(w_d), .q(w_q), .clk(clk), .r(reset));
   dffhr #(160) cv_reg (.d(cv_d), .q(cv_q), .clk(clk), .r(reset));
   dffhr #(160) rnd_reg (.d(rnd_d), .q(rnd_q), .clk(clk), .r(reset));
   dffhr #(160) cv_next_reg (.d(cv_next_d), .q(cv_next_q),
                             .clk(clk), .r(reset));   
endmodule  
module sha1_round (cv_in, w, round, cv_out);
   input [159:0] cv_in;
   input [31:0]  w;
   input [6:0]   round;
   output [159:0] cv_out;
   reg [31:0]     k;
   reg [31:0]     f;
   wire [31:0]    a_shift;
   wire [31:0]    b_shift;
   wire [31:0]    add_result;
   wire [31:0]    a = cv_in[159:128];
   wire [31:0]    b = cv_in[127:96];
   wire [31:0]    c = cv_in[95:64];
   wire [31:0]    d = cv_in[63:32];
   wire [31:0]    e = cv_in[31:0];
   always @(round)
     begin
        k = 32'd0;
        if ((round >= 7'd0) && (round <= 7'd19))
          k = 32'h5A827999;
        if ((round >= 7'd20) && (round <= 7'd39))
          k = 32'h6ED9EBA1;
        if ((round >= 7'd40) && (round <= 7'd59))
          k = 32'h8F1BBCDC;
        if ((round >= 7'd60) && (round <= 7'd79))
          k = 32'hCA62C1D6;
     end  
   always @(round or b or c or d)
     begin
        f = 32'd0;
        if ((round >= 7'd0) && (round <= 7'd19))
          f = ((b & c) | (~b & d));
        if ((round >= 7'd20) && (round <= 7'd39))
          f = (b ^ c ^ d);
        if ((round >= 7'd40) && (round <= 7'd59))
          f = ((b & c) | (b & d) | (c & d));
        if ((round >= 7'd60) && (round <= 7'd79))
          f = (b ^ c ^ d);
     end  
   assign a_shift = {a[26:0], a[31:27]};
   assign b_shift = {b[1:0], b[31:2]};
   assign add_result = (a_shift + ((f + k) + (e + w)));
   assign cv_out = {add_result, a, b_shift, c, d};
endmodule  
==> ./run.sh <==
#!/bin/bash
# OpenROAD 26Q1-2900-gdf79404cd8, Yosys 0.63+post, stock flow scripts
make -C /OpenROAD-flow-scripts/flow DESIGN_CONFIG=/design/flow/config.mk WORK_HOME=/design/flow/orfs finish
==> ./config.mk <==
export PLATFORM = sky130hd
export DESIGN_NAME = sha1_exec
export DESIGN_NICKNAME = sha1_exec
export VERILOG_FILES = /design/flow/design.v
export SDC_FILE = /design/flow/constraint.sdc
export NUM_CORES = 4
export LEC_CHECK = 1
export CORE_UTILIZATION = 50
==> ./constraint.sdc <==
current_design sha1_exec

set clk_period 70.5
set clk_io_pct 0.2

create_clock -name clk0 -period $clk_period [get_ports {clk}]

set non_clock_inputs [all_inputs -no_clocks]
set_input_delay [expr $clk_period * $clk_io_pct] -clock clk0 $non_clock_inputs
set_output_delay [expr $clk_period * $clk_io_pct] -clock clk0 [all_outputs]
==> flow_summary.json <==
{
  "top_area_frac": 0.395,
  "dr.pass1.iters": 6,
  "die-area_um2": 103000,
  "pre_cts_ws_ns": 52.11,
  "met1_usage": 0.447,
  "ant_nets": 0,
  "period_used_share": 0.250,
  "overflow": 0,
  "clk_pin_slew_ns": 0.06,
  "drtIter0Drc": 3196,
  "yosysUniqueCellTypes": 82,
  "maxSlewHeadroom": 0.419,
  "rsz0062_at_grt": "false",
  "io_pins": 359,
  "worst_setup_path_end_kind": "flip-flop",
  "rows": 116,
  "tool_warnings": 37,
  "drcViolationCount": 0,
  "cts_setup_buffers": 0,
  "ys_chip_area_um2": 50800,
  "yosysMostFrequentCell": "nand2_1",
  "met3_usage": 0.0562,
  "async_reset_ff_frac": 0,
  "crit_type": "in -> reg",
  "setup_ws_ns": 52.85,
  "vias": 41700,
  "final_cells": 7751,
  "use_met2": 0.493,
  "min_period_ns": 17.65,
  "fp_util": 0.506,
  "placed_cells": 7553,
  "netlist_area_um2": 50800,
  "leakagePower_nw": 23.4,
  "grt_use_total": 0.309,
  "tightest_slew_ns": 0.870,
  "clockBufferDepth": 3,
  "hold_path_class": "reg -> reg",
  "yosys_warnings": 6,
  "finalInstanceArea_um2": 59000,
  "grt_max_degree": 159,
  "cp_slowest_cell": "buf_4",
  "grt_pass1_wl_um": 233000,
  "synth_seq_share": 0.395,
  "final_layout_size_suffix_gt1_frac": 0.0641,
  "grt.busiest_layer": "met2",
  "postPlaceCellArea_um2": 55300,
  "skew_ns": 0.0487,
  "totalWireLength_um": 153000,
  "htreeDepth": 3,
  "die_width_um": 321,
  "antenna_found_initial": 3,
  "fillers": 8940,
  "max_freq_ghz": 0.0566,
  "cts_sinks": 1003,
  "drt-wirelength-per-cell_um": 19.7,
  "grt_pass1_vias": 39000,
  "cts_root_buf": "clkbuf_16",
  "synthCells": 6122,
  "place_congestion": 0.976,
  "crit_path_cell_trace": "buf_2, nor2_4, buf_4, buf_4, buf_12, buf_4, buf_4, o21ai_0, xnor2_1, nor2_1, a311oi_1",
  "crit_arrival_ns": 18.28,
  "setup_violations": 0,
  "cts_resized": 0,
  "crit_fanout": 150,
  "maxCapViolCount": 0,
  "synthTopCellsByArea": "dfxtp_1 (40%), a21oi_1 (9.4%), nand2_1 (8.4%)",
  "dieHeight_um": 321,
  "status": "complete, no violations",
  "io_buffers": 358,
  "dpl.hpwl_um": 111000,
  "synth-main-ff-cell": "dfxtp_1",
  "ys.flops": 1003,
  "final-hold-violation-count": 0,
  "cts_made_buffers": 107,
  "ys_cells": 6122,
  "edf_count": 0,
  "clk_latency_ns": 0.72,
  "pwr_density_cell_nw_per_um2": 24.2,
  "start_kind": "input pin",
  "drt-vias-per-instance": 5.38,
  "top_cells_by_count": "nand2_1 (1140), dfxtp_1 (1003), a21oi_1 (955)",
  "fin_tns_setup_ns": 0,
  "cpMostUsedCell": "buf_4",
  "cp.required_ns": 71.12,
  "holdBufCountCts": 0,
  "maxSlewViolCount": 0,
  "max-vdd-ir-drop_v": 0.0000231,
  "syn_avg_cell_area_um2": 8.30,
  "top_area_cell": "dfxtp_1",
  "area_growth_pct": 16.2,
  "max_stage_delay_ns": 0.71,
  "final_core_util": 0.588,
  "placeableCoreArea_um2": 100000,
  "cts_tree": "done"
}
[layout by cell type (no fill, tap or decap), drive strengths merged, types with 7 or more instances in the layout]
master | Yosys | routed
nand2b | 30 | 30
dfxtp | 1003 | 1003
a211oi | 51 | 51
clkdlybuf4s50 | 0 | 355
buf | 26 | 64
and3 | 24 | 24
o21bai | 163 | 163
a221oi | 25 | 25
xor2 | 134 | 134
nor3 | 47 | 47
fa | 126 | 126
a21boi | 7 | 7
a221o | 12 | 12
nand2 | 1140 | 1140
o21a | 22 | 22
clkbuf | 319 | 162
nor2b | 51 | 51
mux2 | 144 | 144
nand4 | 15 | 15
nand3 | 31 | 31
and2 | 14 | 14
inv | 437 | 439
a21oi | 955 | 955
xnor2 | 198 | 198
mux2i | 128 | 128
a311oi | 39 | 39
ha | 192 | 192
or3 | 15 | 15
nor2 | 372 | 372
a31oi | 20 | 20
a211o | 11 | 11
or2 | 8 | 8
o21ai | 188 | 188
a21o | 75 | 75
o211ai | 12 | 12
a2111oi | 9 | 9
bufinv | 0 | 9
clkinv | 0 | 19
[logic make-up (layout without fill, tap and decap cells)]
logic type	after synthesis	count (layout)	share of synthesized area
compound gates	1648	1648	0.193
xor+xnor	332	332	0.0573
fa+ha+maj	318	318	0.0970
buf+inv	782	1053	0.0578
flops	1003	1003	0.395
mux	272	272	0.0572
other cells	0	1	0
simple gates	1767	1767	0.142
[metrics by stage]
| step | hold slack (ns) | total power [mW] |
|---|---|---|
| final | 0.446 | 1.43 |
| after global routing | 0.462 | 1.49 |
| after CTS | 0.446 | 1.44 |
| after detailed placement | 0.444 | 0.853 |
| after global placement | 0.438 | 0.853 |
| after floorplan | 0.420 | 0.775 |
[registers in the layout (all words and copies together) (netlist names)]
| name | count |
|---|---|
| cv_next_reg.q | 160 |
| cv_reg.q | 160 |
| state_reg.q | 4 |
| rnd_reg.q | 160 |
| w_reg.q | 512 |
| rnd_cnt_reg.q | 7 |
[layer usage]
| metal | part of all wire | routed length [um] | vias to the layer above |
|---|---|---|---|
| met4 | 0.030 | 4600 | 4 |
| met1 | 0.44 | 67200 | 19700 |
| met3 | 0.052 | 7960 | 209 |
| met2 | 0.48 | 73000 | 809 |
| met5 | 0.00020 | 31 | - |
| li1 | - | - | 20900 |
[critical path: cells and delay by family]
kind | cells | cell delay, ns
XOR/XNOR | 1 | 0.20
buffers and inverters | 6 | 3.24
AND/OR/NAND/NOR | 2 | 0.18
AND-OR/OR-AND | 2 | 0.42
[layout make-up]
| cell class | instances | area (um2) | area share |
|---|---|---|---|
| antenna | 1 | 2.50 | 0.0000424 |
| clock buffer | 162 | 3180 | 0.0538 |
| clock inverter | 35 | 534 | 0.00905 |
| inverter | 437 | 1640 | 0.0278 |
| multi-input combinational | 4337 | 27800 | 0.471 |
| sequential | 1003 | 20100 | 0.340 |
| tap | 1357 | 1700 | 0.0288 |
| timing repair buffer | 419 | 4080 | 0.0691 |
[path summary, 6_finish.rpt]
check / end / from / depth (start not counted) / slack, ns
min: w_reg.q[354] / w_reg.q[322] / 2 / 0.45
max reg2reg: rnd_reg.q[158] / rnd_cnt_reg.q[0] / 25 / 63.22
max: w_reg.q[506] / load_in / 11 / 52.85
min reg2reg: w_reg.q[354] / w_reg.q[322] / 2 / 0.45
[power breakdown]
group          switching (mW)  total [mW]  internal [mW]  leakage, nW
sequential             0.0199       0.604          0.584         8.15
clock                   0.242       0.587          0.345         1.80
combinational           0.145       0.238         0.0926         13.5
total                   0.407        1.43           1.02         23.4
No activity file was given, so power comes from the tool's default toggle rates.
